`config.mk`:
```
export PLATFORM = sky130hd
export DESIGN_NAME = QuadDecoder
export DESIGN_NICKNAME = QuadDecoder
export VERILOG_FILES = /design/flow/design.v
export SDC_FILE = /design/flow/constraint.sdc
export NUM_CORES = 4
export LEC_CHECK = 1
export CORE_UTILIZATION = 30
```
`constraint.sdc`:
```
current_design QuadDecoder

set clk_period 8.9
set clk_io_pct 0.2

create_clock -name clk0 -period $clk_period [get_ports {clk}]

set non_clock_inputs [all_inputs -no_clocks]
set_input_delay [expr $clk_period * $clk_io_pct] -clock clk0 $non_clock_inputs
set_output_delay [expr $clk_period * $clk_io_pct] -clock clk0 [all_outputs]
```
`design.v`:
```
`timescale 1ns / 1ps
module QuadDecoder #(parameter PPR = 334)(
	input wire clk,
	input wire rst,
	input wire qa,
	input wire qb,
	output reg dir,
	output reg [$clog2(4*PPR)-1:0] pos,
	output reg [31:0] cnt
);
	localparam QUAD_S0_STATE = 2'b00;
	localparam QUAD_S1_STATE = 2'b01;
	localparam QUAD_S2_STATE = 2'b10;
	localparam QUAD_S3_STATE = 2'b11;
	reg qa_prev = 0;
	reg qa_stable = 0;
	reg qb_prev = 0;
	reg qb_stable = 0;
	always@(posedge clk)
	begin
		if(!rst)
		begin
			qa_prev <= 0;
			qa_stable <= 0;
			qb_prev <= 0;
			qb_stable <= 0;
		end
		else
		begin
			qa_prev <= qa;
			qa_stable <= qa_prev;
			qb_prev <= qb;
			qb_stable <= qb_prev;
		end
	end
	reg [1:0] state = QUAD_S0_STATE;
	always@(posedge clk)
	begin
		if(!rst)
		begin
			state <= QUAD_S0_STATE;
			cnt <= 0;
			dir <= 0;
			pos <= 0;
		end
		else
		begin
			case(state)
				QUAD_S0_STATE:
				begin
					if({qb_stable,qa_stable}==2'b01)
					begin
						state <= QUAD_S1_STATE;
						dir <= 1;  
						cnt <= cnt + 1;
						if(pos == 4*PPR - 1)
							pos <= 0;
						else
							pos <= pos + 1;
					end
					else if({qb_stable,qa_stable}==2'b10)
					begin
						state <= QUAD_S3_STATE;
						dir <= 0;  
						cnt <= cnt - 1;
						if(pos == 0)
							pos <= 4*PPR - 1;
						else
							pos <= pos - 1;
					end
					else
						state <= QUAD_S0_STATE;
				end
				QUAD_S1_STATE:
				begin
					if({qb_stable,qa_stable}==2'b11)
					begin
						state <= QUAD_S2_STATE;
						dir <= 1;  
						cnt <= cnt + 1;
						if(pos == 4*PPR - 1)
							pos <= 0;
						else
							pos <= pos + 1;
					end
					else if({qb_stable,qa_stable}==2'b00)
					begin
						state <= QUAD_S0_STATE;
						dir <= 0;  
						cnt <= cnt - 1;
						if(pos == 0)
							pos <= 4*PPR - 1;
						else
							pos <= pos - 1;
					end
					else
						state <= QUAD_S1_STATE;
				end
				QUAD_S2_STATE:
				begin
					if({qb_stable,qa_stable}==2'b10)
					begin
						state <= QUAD_S3_STATE;
						dir <= 1;  
						cnt <= cnt + 1;
						if(pos == 4*PPR - 1)
							pos <= 0;
						else
							pos <= pos + 1;
					end
					else if({qb_stable,qa_stable}==2'b11)
					begin
						state <= QUAD_S1_STATE;
						dir <= 0;  
						cnt <= cnt - 1;
						if(pos == 0)
							pos <= 4*PPR - 1;
						else
							pos <= pos - 1;
					end
					else
						state <= QUAD_S2_STATE;
				end
				QUAD_S3_STATE:
				begin
					if({qb_stable,qa_stable}==2'b00)
					begin
						state <= QUAD_S0_STATE;
						dir <= 1;  
						cnt <= cnt + 1;
						if(pos == 4*PPR - 1)
							pos <= 0;
						else
							pos <= pos + 1;
					end
					else if({qb_stable,qa_stable}==2'b11)
					begin
						state <= QUAD_S2_STATE;
						dir <= 0;  
						cnt <= cnt - 1;
						if(pos == 0)
							pos <= 4*PPR - 1;
						else
							pos <= pos - 1;
					end
					else
						state <= QUAD_S3_STATE;
				end
			endcase
		end
	end
endmodule
```
`run.sh`:
```
#!/bin/bash
# OpenROAD 26Q1-2900-gdf79404cd8, Yosys 0.63+post, stock flow scripts
make -C /OpenROAD-flow-scripts/flow DESIGN_CONFIG=/design/flow/config.mk WORK_HOME=/design/flow/orfs finish
```
==> flow_summary.ini <==
; generated from flow reports
[logic_synthesis]
yosysSeqAreaShare_pct = 23.1
netlist_area_um2 = 4340
enable_flop_cells = 0
ys_warn_count = 1
synth.area.mux_share_pct = 2.88
top_cells_by_area = dfxtp_1 (23%), o21ai_0 (5.9%), a21oi_1 (5.2%)
synth_adder_area_share_pct = 2.31
ff_type = dfxtp_1
ys_cells = 595
yosysTopAreaCell = dfxtp_1
netlist_logic_family_top = simple AND/OR/NAND/NOR gates
synth_cell_types = 79
yosysChipArea_um2 = 4340
ys_top_cells_by_count = nand2_1 (51), o21ai_0 (51), dfxtp_1 (50), nor2_1 (46), a21oi_1 (45)
ys_ff = 50
top_area_share_pct = 23.1
syn_avg_cell_area_um2 = 7.29
ys_async_sr_fraction_pct = 0
xor_share_pct = 3.03
syn_inst = 595
compound_area_share_pct = 28.0
simple_gate_share_pct = 34.2

[worst_setup_path]
path_max_fanout = 28
crit_type = in -> reg
cp-start-kind = input pin
end_kind = register
r2r_start = qa_stable$_SDFF_PN0_
cp.arrival_ns = 3.61
cp.required_ns = 9.13
crit_start = rst

[power]
net-switching-power_mw = 0.540
switching_share_pct = 43.7
power.share.combinational_pct = 50.8
powerDensity_nw_per_um2 = 243
leakage_nw = 1.73
p_seq_share_pct = 30.8
worst_ir_drop_vdd_mv = 0.0967
power.internal_mw = 0.695
p_clk_share_pct = 18.4

[layout]
syn_to_final_growth_pct = 17.2
fillers = 1460
drive_gt1_share_pct = 7.93
final_cell_area_um2 = 5090

[final_timing]
fin_crit_ns = 3.38
final_hold_viol_count = 0
rsz0062_at_grt = false
tns_ns = 0
finalClockSkew_ns = 0.00641
slew_headroom_pct = 51.9
clock.fmax_mhz = 296
drv_slew = 0
tightest_slew_ns = 0.721
period_used_pct = 38.0
final-setup-viol-count = 0

[grt]
grt_pass1_wl_mm = 23.6
grt_busiest_layer = met1
grt_pass1_vias = 4210
grt_util_met1_pct = 31.8
antenna_found_initial = 0
grt_use_total_pct = 20.6
grtUsageMet3_pct = 2.70
grt_max_degree = 31
use_met2_pct = 31.2
gr-total-overflow = 0

[outcome]
status = complete, no violations

[clock_tree]
htreeDepth = 2
clock_path_buffers = 2
cts_tree = done
hold_buffers = 0
insertion_delay_ns = 0.30
clkSinkCount = 50
post_cts_buffers = 0
cts_buffers = 5
clkTransAtPathRegs_ns = 0.07
root_buffer = clkbuf_16
post_cts_resized = 0

[drt]
first_pass_iters = 5
wl_per_cell_um = 18.7
drt_iter0_drc = 551
diodes = 0
vias_per_cell = 5.97
wl_mm = 14.9
vias = 4764
drcViolationCount = 0
ant_nets = 0

[job]
maxCapViolations = 0
tool_warnings = 30

[die]
rows = 43
fp.coreArea_um2 = 14000
initCoreUtil_pct = 31.0
chipHeight_um = 122
boundaryPins = 48
die_width_um = 122
die_area_um2 = 15000

[place]
globalplace.congestion = 0.883
dp_hpwl_mm = 10.1
place_area_um2 = 4920
io_buffers = 47

[hold_path]
hold_path_class = reg -> reg
min_from = qb_prev$_SDFF_PN0_
==> cell families (layout without fill, tap and decap cells) <==
kind of cell,after synthesis,in the layout
xor gates and xnor gates,15,15
DFF,50,50
buffers and inverters,63,86
AOI/OAI and AO/OA,189,189
muxes,11,11
adders and majority gates,8,8
and+or+nand+nor,259,259
==> per-stage QoR <==
| stage | util (%) | power [mW] | setup slack [ns] | instances | hold slack [ns] |
|---|---|---|---|---|---|
| 2_1_floorplan | - | 0.792 | 6.01 | 595 | 0.412 |
| 3_3_place_gp | 35.2 | 0.991 | 5.24 | 790 | 0.418 |
| 3_5_place_dp | 35.2 | 0.996 | 5.20 | 790 | 0.420 |
| 4_1_cts | 36.4 | 1.23 | 5.51 | 798 | 0.437 |
| 5_1_grt | 36.4 | 1.33 | 5.40 | 798 | 0.474 |
| 6_report | 36.4 | 1.23 | 5.52 | 798 | 0.436 |
==> power groups by stage <==
stage	logic, mW	clock network (mW)	registers [mW]
4_1_cts	0.619	0.232	0.378
5_1_grt	0.690	0.244	0.393
6_report	0.627	0.228	0.380
==> critical path: stages <==
cell	delay (ns)
clkdlybuf4s50_1	0.46
buf_4	0.29
inv_1	0.09
nor2_1	0.57
o21ai_0	0.19
a22oi_1	0.21
==> layout make-up <==
class | count | area [µm²] | share of cell area [%]
clock inverters | 1 | 30.0 | 0.590
well taps | 180 | 225 | 4.43
flip-flops and latches | 50 | 1000 | 19.7
repair buffers | 60 | 568 | 11.2
multi-input cells | 482 | 3060 | 60.2
inverters | 18 | 67.6 | 1.33
clock buffers | 7 | 133 | 2.61
==> cells in the final DEF, fill, tap and decap left out, types with 6 or more instances in the layout <==
master and n:
a22oi_1 9, and3_1 8, or3_1 15, o21ai_0 51, nand2_1 51, dfxtp_1 50
nor3_1 35, a31oi_1 11, clkdlybuf4s50_1 47, a21o_1 6, buf_4 13, a21oi_1 45
and2_1 8, ha_1 8, nor2_1 46, nand2b_1 6, or4_1 6, o31ai_1 8
nand3_1 25, o211ai_1 7, inv_1 18, xor2_1 10, mux2i_1 7, nor4_1 14
nand4_1 6
==> sequential cells by signal (all words and copies together) (netlist names) <==
name / flops
qb_prev: 1
pos: 11
qb_stable: 1
cnt: 32
state: 2
qa_stable: 1
qa_prev: 1
dir: 1
==> final timing paths <==
path                     endpoint  slack [ns]  cells after the start
max          cnt[20]$_SDFFE_PN0P_        5.52                      6
max reg2reg   pos[5]$_SDFFE_PN0P_        6.18                      7
min          qb_stable$_SDFF_PN0_        0.44                      1
min reg2reg  qb_stable$_SDFF_PN0_        0.44                      1
==> metal layers <==
metal  share of wire [%]  up-vias
met5                   0        -
li1                    -     2286
met3                 6.6       17
met4                 1.6        0
met1                  48     2266
met2                  44      195
Power figures rest on the tool's default switching activity, not on a simulated workload.
