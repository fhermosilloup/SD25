===== design/flow/run.sh =====
#!/bin/bash
# OpenROAD 26Q1-2900-gdf79404cd8, Yosys 0.63+post, stock flow scripts
make -C /OpenROAD-flow-scripts/flow DESIGN_CONFIG=/design/flow/config.mk WORK_HOME=/design/flow/orfs finish

===== design/flow/design.v =====
`timescale 1ns / 1ps
module ClockDiv #(parameter FREQ_IN = 100000000, parameter FREQ_OUT = 1)(
    input wire clk,
    input wire rst,
    output reg clkout
);
    localparam QMAX = (FREQ_IN/FREQ_OUT)/2; 
    reg [$clog2(QMAX)-1:0] q = 0;
    always @(posedge clk)
    begin
        if(!rst)
        begin
            q <= 0;
            clkout <= 0;
        end
        else
            if(q == QMAX-1)
            begin
                q <= 0;
                clkout <= ~clkout;
            end
            else
                q <= q + 1;
    end
endmodule
`timescale 1ns / 1ps
module VGAPixelControl(
	input wire [9:0] x,
	input wire [9:0] y,
	input wire display,
	output reg [3:0] vgaRed,
	output reg [3:0] vgaGreen,
	output reg [3:0] vgaBlue
);
	always @(*)
	begin
		if(!display)
		begin
			vgaRed = 0;
			vgaGreen = 0;
			vgaBlue = 0;
		end
		else
		begin
			vgaRed = 15;
			vgaGreen = 0;
			vgaBlue = 0;
		end
	end
endmodule
`timescale 1ns / 1ps
module VGASynchronizer(
    input pclk,
    input rst,
    output reg [9:0] hcount,
    output reg [9:0] vcount,
    output wire hsync,
    output wire vsync,
    output wire display,
    output wire eof     
);
	localparam SCREEN_HEIGHT = 480;     
    localparam SCREEN_WIDTH = 640;      
	localparam VGA_H_FRONT_PORCH = 16;
	localparam VGA_H_SYNC_PULSE = 96;
	localparam VGA_H_BACK_PORCH = 48;
	localparam VGA_V_FRONT_PORCH = 10;
	localparam VGA_V_SYNC_PULSE = 2;
	localparam VGA_V_BACK_PORCH = 33;
	localparam VGA_HSYNC_POL = 0;
	localparam VGA_VSYNC_POL = 0;
	localparam VGA_H_COUNT_MAX = SCREEN_WIDTH + VGA_H_FRONT_PORCH +VGA_H_SYNC_PULSE + VGA_H_BACK_PORCH;
	localparam VGA_V_COUNT_MAX = SCREEN_HEIGHT + VGA_V_FRONT_PORCH +VGA_V_SYNC_PULSE + VGA_V_BACK_PORCH;
    localparam VGA_HSYNC_START = SCREEN_WIDTH + VGA_H_FRONT_PORCH;
	localparam VGA_HSYNC_END = SCREEN_WIDTH + VGA_H_FRONT_PORCH + VGA_H_SYNC_PULSE;
	localparam VGA_VSYNC_START = SCREEN_HEIGHT + VGA_V_FRONT_PORCH;
	localparam VGA_VSYNC_END = SCREEN_HEIGHT + VGA_V_FRONT_PORCH + VGA_V_SYNC_PULSE;
    always @(posedge pclk or negedge rst)
	begin
        if (!rst)
		begin
            hcount <= 0;
            vcount <= 0;
        end
        else begin
            if (hcount == VGA_H_COUNT_MAX-1) begin
                hcount <= 0;
                if (vcount == VGA_V_COUNT_MAX-1)
                    vcount <= 0;
                else
                    vcount <= vcount + 1;
            end
            else
                hcount <= hcount + 1;
        end
    end
    assign hsync = (hcount > VGA_HSYNC_START-1 && hcount < VGA_HSYNC_END) ? VGA_HSYNC_POL : ~VGA_HSYNC_POL;
    assign vsync = (vcount > VGA_VSYNC_START-1 && vcount < VGA_VSYNC_END) ? VGA_VSYNC_POL : ~VGA_VSYNC_POL;
    assign display = (hcount < SCREEN_WIDTH && vcount < SCREEN_HEIGHT) & rst;
    assign eof = (hcount == SCREEN_WIDTH  && vcount == SCREEN_HEIGHT);
endmodule
`timescale 1ns / 1ps
module top_level(
	input wire clk,
	input wire btnC,
	output wire Vsync,
	output wire Hsync,
	output wire [3:0] vgaRed,
	output wire [3:0] vgaGreen,
	output wire [3:0] vgaBlue
);
	wire nrst = ~btnC;
	wire Clk25MHz;
	ClockDiv #(.FREQ_OUT(25_000_000)) VgaClockDiv(
		.clk(clk),
		.rst(nrst),
		.clkout(Clk25MHz)
	);
	wire [9:0] x, y;
	wire display_flag, end_of_frame;
	VGASynchronizer VgaSync(
		.pclk(Clk25MHz),
		.rst(nrst),
		.hcount(x),
		.vcount(y),
		.hsync(Hsync),
		.vsync(Vsync),
		.display(display_flag),
		.eof(end_of_frame)
	);
	VGAPixelControl VGAController(
		.x(x),
		.y(y),
		.display(display_flag),
		.vgaRed(vgaRed),
		.vgaGreen(vgaGreen),
		.vgaBlue(vgaBlue)
	);
endmodule

===== design/flow/constraint.sdc =====
current_design top_level

set clk_period 1.8
set clk_io_pct 0.2

create_clock -name clk0 -period $clk_period [get_ports {clk}]

set non_clock_inputs [all_inputs -no_clocks]
set_input_delay [expr $clk_period * $clk_io_pct] -clock clk0 $non_clock_inputs
set_output_delay [expr $clk_period * $clk_io_pct] -clock clk0 [all_outputs]

===== design/flow/config.mk =====
export PLATFORM = sky130hd
export DESIGN_NAME = top_level
export DESIGN_NICKNAME = top_level
export VERILOG_FILES = /design/flow/design.v
export SDC_FILE = /design/flow/constraint.sdc
export NUM_CORES = 4
export LEC_CHECK = 1
export CORE_AREA = 10 10 89 89
export DIE_AREA = 0 0 99 99

==> qor.txt <==
Final tally of setup violations = 0
Cell area leaders = dfrtp_1 (40%), buf_4 (7.2%), xnor2_1 (5.6%)
Maximum VDD drop = 0.000445 V
Hold Path Sink = VgaClockDiv.q$_SDFF_PP0_
Minimum clock period = 1400 ps
Yosys warnings = 3
Die W = 99 µm
DR pass1 iterations = 4
Cell Int Power = 0.254 mW
MI comb area = 618 µm²
Most frequent cells after synthesis = dfrtp_1 (20), buf_4 (12), nand3_1 (9)
Power Density = 222 mW/mm²
Ports = 16
Slew headroom = 50.2%
OpenROAD warning count = 28
Number of global-route vias before repair = 871
Dominant register cell = dfrtp_1
Max cap viols = 0
Die height = 99 µm
Routed vias = 841
Final Skew = 1.92 ps
Worst r2r dst = VgaClockDiv.clkout$_SDFFE_PP0P_
Root buffer cell = clkbuf_8
Cell Rows = 28
Synthesis area per yosys = 0.00124 mm²
Post-Syn Instances = 123
Inst Count DP = 201
Clk ins delay skew pair = 210 ps
Psw = 0.0591 mW
Synth-to-Final Area Change = 13.3%
Async S/R FF share, synth = 90.9%
Fin. Hold Viols = 0
DRC viols = 0
Initial DRC Count = 45
Final TNS setup = 0 ps
Endpoints left unconstrained = 22
Worst Hold Depth = 1
Crit path max-delay family = buffers and inverters
Registers, synthesis = 22
Number of fill cells = 631
Status = finished, final reports clean
Cycle use final = 77.5%
Worst path slowest cell = nor4b_2
Max Clk Rate = 717 MHz
H-tree depth = 1
Worst path required time = 1440 ps
Worst reg-to-reg setup slack = 1190 ps
Switch share = 18.9%
CP bufs+invs = 3
Yosys top cell by area = dfrtp_1
Grt total ovfl = 0
Worst R2R Path Depth = 2
Top-count cell post-synth = dfrtp_1
Total global routing track utilization = 4.52%
Detail Placement HPWL = 1650 µm
Critical-path cell list = clkdlybuf4s15_2 -> nor4b_2 -> buf_4 -> dlymetal6s2s_1
I/O Buffers = 7
Post-CTS Setup Bufs = 0
Antenna violations before repair = 0
Setup ws final = 405 ps
Hold WC Path Type = flip-flop to flip-flop
Core area = 0.00599 mm²
Cell count listed in synth_stat.txt = 123
FF+latch area = 541 µm²
RSZ-0062 raised after global routing = false
Max Slew Vio Count = 0
Maximum number of pins on one net before global-route repair = 21
Die area = 0.00980 mm²
DR vias/cell = 4.12
Critical Path AT = 1040 ps
CTS Buf Count = 3
Wire length of the first global-routing pass = 3990 µm
Placer Congestion = 0.804
Layout cell share with drive strength beyond 1 = 13.2%
Clock Power Share = 54.7%
Final WL = 2150 µm
Crit path launch type = input pin
Delay of the slowest critical-path stage = 230 ps
Place WS = -328 ps
Logic gate share of total power = 14.0%
CTS tree = done
Post-synth top area share = 40.2%
FF-to-FF Start = VgaClockDiv.clkout$_SDFFE_PP0P_
Hold WS = 423 ps
WL per Instance = 10.5 µm
Setup crit end kind = output port
Layout Cells excl Fill = 204
Syn avg cell area = 10.1 µm²
WS Path Type = input pin to output port
Mapped Area = 0.00124 mm²
Clock transition at path regs = 30 ps
Sequential power share = 31.4%
Tightest Pin Transition = 746 ps
Static Leak = 0.619 nW
Sequential cell area fraction in the yosys report = 43.5%
Hold path start = VgaClockDiv.q$_SDFF_PP0_
Crit path max fanout = 4
Register pins left without a clock = 20
Initial Util = 20.8%
Antenna Nets Post-Route = 0
Distinct lib cells used = 34
CTS max path bufs = 2
Flip-flops with a built-in enable = 0
ANT cells = 0
==> power by group through the flow <==
stage     clock [mW]  combinational [mW]  sequential, mW
6_report       0.171              0.0437          0.0981
4_1_cts        0.174              0.0487          0.0981
5_1_grt        0.189              0.0523          0.0988
==> layer usage <==
layer | up-vias | GRT usage (%) | routed length [µm]
met2 | 24 | 6.71 | 929
met4 | 0 | 0.331 | 0
met3 | 0 | 1.20 | 130
met5 | - | 0 | 0
met1 | 389 | 6.66 | 1090
li1 | 428 | - | -
==> worst max path at each step <==
| stage | start | endpoint | slack, ps | cells past startpoint |
|---|---|---|---|---|
| global route | btnC | vgaRed[1] | 350 | 4 |
| finish | btnC | vgaRed[0] | 400 | 4 |
| CTS | btnC | vgaRed[2] | 8 | 4 |
==> cell type report <==
cell class / instances / area share [%]
Clock buffer: 3 / 2.93
Timing Repair Buffer: 10 / 7.37
Inverter: 3 / 0.799
Tap cell: 75 / 6.66
Multi-Input combinational cell: 91 / 43.9
Sequential cell: 22 / 38.4
==> flip-flops by register name, summed over array words and instances (netlist names) <==
signal	count
VgaClockDiv.q	1
VgaSync.vcount	10
VgaClockDiv.clkout	1
VgaSync.hcount	10
==> kinds of logic after synthesis <==
kind of cell | synth area share [%]
compound gates | 5.73
xor+xnor | 8.45
fa+ha+maj | 5.03
buf+inv | 9.46
flops | 43.5
other cells | 0.302
simple gates | 27.6
==> repair_timing <==
item / CTS / global route
hold buffers: 0 / 0
gates resized: 4 / 4
pin swaps: 1 / 0
setup endpoints to repair: 4 / 4
==> stage by stage <==
step | cell area (µm²) | power (mW) | utilization [%]
after global placement | 1350 | 0.147 | 22.5
final | 1410 | 0.313 | 23.5
after detailed placement | 1350 | 0.147 | 22.5
after CTS | 1400 | 0.321 | 23.4
after global routing | 1410 | 0.340 | 23.5
after floorplan | 1270 | 0.135 | -
==> placed cells by master, fill, tap and decap left out <==
cell	netlist	final
a21oi_1	4	4
a311o_2	1	1
and2_1	1	1
and2_2	1	1
and2b_4	1	1
and3_1	3	3
and3_2	2	2
and4_1	3	3
and4_2	1	1
and4bb_4	1	1
buf_4	12	3
clkbuf_8	0	3
clkdlybuf4s15_2	0	1
clkdlybuf4s50_1	0	2
conb_1	1	8
dfrtp_1	20	20
dfxtp_1	2	2
dlymetal6s2s_1	0	4
ha_1	5	5
inv_1	3	3
nand2_1	4	4
nand3_1	9	9
nand3_4	1	1
nand4_1	8	8
nand4b_1	1	1
nor2_1	8	8
nor2b_1	1	1
nor3_1	1	1
nor3b_1	1	1
nor4b_1	2	1
nor4b_2	0	1
nor4bb_1	1	1
o21ai_0	8	8
or3_1	2	2
or3_2	1	1
xnor2_1	8	8
xor2_1	4	4
Power is estimated from default activity; no workload was simulated.
