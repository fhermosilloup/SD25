File: config.mk
export PLATFORM = sky130hd
export DESIGN_NAME = Bin2BCD
export DESIGN_NICKNAME = Bin2BCD
export VERILOG_FILES = /design/flow/design.v
export SDC_FILE = /design/flow/constraint.sdc
export NUM_CORES = 4
export LEC_CHECK = 1
export CORE_UTILIZATION = 30
File: constraint.sdc
current_design Bin2BCD

set clk_period 4.2
set clk_io_pct 0.2

create_clock -name clk0 -period $clk_period [get_ports {clk}]

set non_clock_inputs [all_inputs -no_clocks]
set_input_delay [expr $clk_period * $clk_io_pct] -clock clk0 $non_clock_inputs
set_output_delay [expr $clk_period * $clk_io_pct] -clock clk0 [all_outputs]
File: design.v
module Bin2BCD #(parameter DATA_WIDTH=8, parameter NUM_DIGS=3)(
	input wire clk,         			 
	input wire rst,      	  			 
	input wire en,         				 
	input wire [DATA_WIDTH-1:0] din,	 
	output reg [4*NUM_DIGS-1:0] digs,    
	output reg done        				 
);
	localparam IDLE_STATE = 1'b0;
	localparam CONVERT_STATE = 1'b1;
	reg state = IDLE_STATE;
	reg [DATA_WIDTH-1:0] data_reg = 0;     
	reg [$clog2(4*NUM_DIGS)-1:0] dig_index = 0; 	 
    always @(posedge clk)
    begin
		if(!rst)
		begin
			done <= 0;
			state <= IDLE_STATE;
			data_reg <= 0;
			digs <= 0;
			dig_index <= 0;
		end
		else
		begin
			case (state)
				IDLE_STATE :
				begin
					done <= 0;
					if (en)
					begin
					  state <= CONVERT_STATE;
					  data_reg <= din;
					  dig_index <= 0;
					end
					else
					begin
					  state <= IDLE_STATE;
					end
				end
				CONVERT_STATE:
				begin
				  digs[(dig_index*4) +: 4] <= data_reg % 10;
                    data_reg <= data_reg / 10;
                    if (dig_index == NUM_DIGS-1) begin
                        done <= 1;
                        state <= IDLE_STATE;
                    end else begin
                        dig_index <= dig_index + 1;
                    end
				end
			endcase
		end
    end   
endmodule
File: run.sh
#!/bin/bash
# OpenROAD 26Q1-2900-gdf79404cd8, Yosys 0.63+post, stock flow scripts
make -C /OpenROAD-flow-scripts/flow DESIGN_CONFIG=/design/flow/config.mk WORK_HOME=/design/flow/orfs finish
==> impl_metrics.json <==
{
  "power_leakage_nw": 0.9115,
  "nFillCells": 749,
  "tightest_slew_ps": 675.5,
  "drt_first_pass_iters": 4,
  "hold_viol": 0,
  "fin_tns_setup_ps": 0,
  "drt_iter0_markers": 169,
  "cts_resized": 0,
  "grt_antenna_before_repair": 0,
  "yosysSeqAreaShare": 0.2257,
  "cts_sinks": 26,
  "worstPathRequired_ps": 4370,
  "crit_arrival_ps": 3890,
  "criticalPathCategory": "flip-flop to flip-flop",
  "dp_hpwl_um": 4336,
  "design.core.area_um2": 7331,
  "htree_levels": 1,
  "postLayoutCellArea_um2": 2605,
  "grt_use_met1": 0.2347,
  "status": "completed",
  "critPathMaxFanout": 12,
  "grt_overflow": 0,
  "crit_top_cell": "nor2_1",
  "met3_usage": 0.01112,
  "cp-end-kind": "flip-flop",
  "largest_reg_flops": 12,
  "die-area_um2": 8041,
  "finClkSkew_ps": 4.753,
  "slew_violations": 0,
  "grt_pass1_vias": 2047,
  "grt_max_degree": 22,
  "cts_setup_buffers": 0,
  "ctsHoldBuffers": 0,
  "critPathMaxStageDelay_ps": 390,
  "rows": 31,
  "cts_buffers": 3,
  "die_h_um": 89.67,
  "syn-cell-area_um2": 2306,
  "drive_gt1_frac": 0.09325,
  "via_per_inst": 5.568,
  "cts_tree": "yes",
  "grt.total_usage": 0.1550,
  "clockBufferDepth": 2,
  "top_area_cell": "dfxtp_1",
  "cap_viol_max_count": 0,
  "synth_cell_types": 74,
  "async_flop_share": 0,
  "layout_min_cycle_time_ps": 3718,
  "num_vias": 2283,
  "routed_wl_um": 5878,
  "port-buffer-count": 23,
  "syn_inst": 304,
  "pin_count": 24,
  "grt_pass1_wl_um": 9729,
  "slew_headroom": 0.5490,
  "postLayoutCoreUtil": 0.3554,
  "total_power_mw": 0.7431,
  "gp_congestion": 0.9547,
  "drc": 0,
  "ant_nets": 0,
  "place_area_um2": 2564,
  "ys_ff": 26,
  "cp_slowest_cell": "a211o_2",
  "fin_cells": 410,
  "fmax_ghz": 0.2690,
  "setup_violations": 0,
  "crit_chain": "nor2_1, inv_1, ha_1, and2b_4, maj3_1, a21oi_1, o31ai_2, a211o_2, nor2_1, xnor2_1, inv_1, ha_1, nor2_1, nand2_1, o311ai_1",
  "clk_latency_ps": 270,
  "root_buffer": "clkbuf_8",
  "die_x_um": 89.67,
  "finalClockPeriodUsage": 0.8852,
  "ys.warnings.count": 1,
  "fp_util": 0.3146,
  "synth_area_per_cell_um2": 7.585,
  "antennaDiodeCount": 0,
  "clk_pin_slew_ps": 90,
  "max-vdd-ir-drop_uv": 95.66,
  "ys_cells": 304,
  "ys_area_um2": 2306,
  "placedCellCount": 407,
  "synth.top_cell.area_share": 0.2257,
  "ff_type": "dfxtp_1",
  "wl_per_cell_um": 14.34,
  "grt-busiest-layer": "met2",
  "gr-usage-met2": 0.2466,
  "p_per_area_nw_per_um2": 285.3,
  "topCellsByArea": "dfxtp_1 23%, nor2_1 5.9%, a21oi_1 4.6%, a211oi_1 4.2%, nand2_1 4.1%",
  "worst_setup_path_start_kind": "flip-flop",
  "area.growth.synth_to_final_pct": 12.97,
  "holdCritPathClass": "flip-flop to flip-flop",
  "rsz0062_at_grt": "no",
  "warning_count": 27,
  "synth-edff-count": 0
}
-- cell type report --
cell class	count	area (um2)	share of cell area
sequential	26	520.5	0.1998
inverter	16	60.06	0.02305
multi-input combinational	240	1607	0.6167
timing repair buffer	26	252.7	0.09702
clock buffer	3	41.29	0.01585
tap	99	123.9	0.04755
-- cells by family after synthesis --
family	after synthesis	synth area share
buffers and inverters	38	0.07759
AOI/OAI and AO/OA	107	0.3608
muxes	3	0.01302
adders and majority gates	8	0.04178
xor gates and xnor gates	4	0.01519
DFF	26	0.2257
and+or+nand+nor	118	0.2659
-- cells in the mapped netlist, types with 3 or more instances --
cell and instances:
a211oi_1 13, a21o_1 4, a21oi_1 21, a31oi_1 6, a32oi_1 3, and3_1 9
buf_2 5, buf_4 4, clkbuf_1 10, dfxtp_1 26, ha_1 6, inv_1 13
mux2i_1 3, nand2_1 25, nand2b_1 8, nand3_1 7, nand4_1 3, nor2_1 36
nor2b_1 3, nor3_1 3, nor3b_1 3, o2111ai_1 6, o21ai_0 13, o21ai_1 3
o311ai_1 3, or3_1 3, xnor2_1 4
-- path summary, 6_finish.rpt --
path / start / end / slack (ps) / cells after the start
min: digs[0] / digs[0] / 460 / 2
min reg2reg: digs[0] / digs[0] / 460 / 2
max reg2reg: data_reg[6] / digs[3] / 480 / 15
max: data_reg[6] / digs[3] / 480 / 15
-- stage by stage --
step,hold slack [ps],worst slack [ps]
after floorplan,413.0,910.0
after global placement,447.3,662.8
after detailed placement,452.5,533.2
after CTS,465.6,528.5
after global routing,485.7,135.9
final,460.9,482.2
-- cells in the final DEF, fill, tap and decap left out, types with 4 or more instances in the layout --
cell type,netlist,final
nor2_1,36,36
nand3_1,7,7
and3_1,9,9
o2111ai_1,6,6
a21oi_1,21,21
dfxtp_1,26,26
nand2_1,25,25
nand2b_1,8,8
a21o_1,4,4
ha_1,6,6
a31oi_1,6,6
clkdlybuf4s50_1,0,23
o21ai_0,13,13
xnor2_1,4,4
inv_1,13,13
a211oi_1,13,13
-- critical path: cells and delay by family (launching register included) --
family                     cells  cell delay [ps]
and+or+nand+nor                5              980
buffers and inverters          2              230
adders and majority gates      3              940
DFF                            1              320
xor gates and xnor gates       1              200
AOI/OAI and AO/OA              4              950
-- per-layer routing --
metal,up-vias,wire [um]
met5,-,0
met4,0,109
met3,8,268
met2,59,2578
met1,1061,2922
li1,1155,-
-- power breakdown --
group | internal, mW | total (mW) | switching [mW] | leakage [nW]
combinational | 0.125 | 0.315 | 0.190 | 0.678
clock | 0.0642 | 0.142 | 0.0775 | 0.0216
sequential | 0.260 | 0.286 | 0.0263 | 0.212
Power figures rest on the tool's default switching activity, not on a simulated workload.
